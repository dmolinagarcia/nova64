==> ./design.v <==
module cache (
    input   [15:0]  a,
    input   [ 7:0]  d,
    output          phi2,
    input           fpgaClk,
    output  [ 5:0]  sram_addr,
    output          sram_ce
);
reg  [ 3:0]   mmuState           = 4'b0000;                  
reg  [23:0]   Addr               = 24'h000000;               
wire [13:0]   page               = Addr [23:10];             
reg  [ 1:0]   oldestPage         = 2'b00;                    
reg  [13:0]   cachePages  [3:0];                             
initial begin
   for (int i=0; i<=4; i++) begin
      cachePages[i] = 14'b00000000001111 + i;
   end
end
assign sram_addr = cacheHit ? pageHit : 6'bz;                
assign sram_ce   = mmuState == 4'b1001;                          
assign phi2      = mmuState[3];                                  
wire [3:0] cachePagesHit = { cachePages[3] == page, 
                             cachePages[2] == page, 
                             cachePages[1] == page, 
                             cachePages[0] == page
                           };                                     
wire       cacheHit = !(cachePagesHit == 0) & phi2;               
reg [1:0] pageHit;
always @* begin
    case (cachePagesHit)
        4'b0001: pageHit <= 2'b00;
        4'b0010: pageHit <= 2'b01;
        4'b0100: pageHit <= 2'b10;
        4'b1000: pageHit <= 2'b11;
    endcase
end
reg success = 1'b0;
always @(posedge fpgaClk) begin
        begin
            case (mmuState)
                4'b0000 : mmuState <= 4'b0001;                                  
                4'b0001 : begin
                    mmuState <= 4'b1000;
                    Addr <= {d, a};
                end                    
                4'b1000 : if ( cacheHit ) begin
                            mmuState <= 4'b1001;         
                            success  <= 1'b1;
                          end else begin
                            mmuState <= 4'b1100;         
                          end
                4'b1001 : mmuState <= 4'b0000;           
                4'b1100 : mmuState <= 4'b1101;           
                4'b1101 : begin
                    mmuState <= 4'b1110;
                    cachePages[oldestPage] <= page;      
                    oldestPage <= oldestPage + 1'b1;     
                end
                4'b1110 : mmuState <= 4'b1111;
                4'b1111 : mmuState <= 4'b1001;           
            endcase
        end
    end
endmodule
==> ./constraint.sdc <==
current_design cache

set clk_period 4.5
set clk_io_pct 0.2

create_clock -name clk0 -period $clk_period [get_ports {fpgaClk}]

set non_clock_inputs [all_inputs -no_clocks]
set_input_delay [expr $clk_period * $clk_io_pct] -clock clk0 $non_clock_inputs
set_output_delay [expr $clk_period * $clk_io_pct] -clock clk0 [all_outputs]
==> ./config.mk <==
export PLATFORM = sky130hd
export DESIGN_NAME = cache
export DESIGN_NICKNAME = cache
export VERILOG_FILES = /design/flow/design.v
export SDC_FILE = /design/flow/constraint.sdc
export NUM_CORES = 4
export LEC_CHECK = 1
export CORE_UTILIZATION = 40
==> ./run.sh <==
#!/bin/bash
# OpenROAD 26Q1-2900-gdf79404cd8, Yosys 0.63+post, stock flow scripts
make -C /OpenROAD-flow-scripts/flow DESIGN_CONFIG=/design/flow/config.mk WORK_HOME=/design/flow/orfs finish
==> results.json <==
{
  "status": "finished clean",
  "crit_type": "register to output port",
  "reg2reg_from": "Addr[11]$_DFFE_PP_",
  "yosys.area.top_type": "edfxtp_1",
  "ys_area_um2": 3240,
  "grt_util_met1_pct": 23.6,
  "dp_hpwl_mm": 3.06,
  "ys_sh_aoi_pct": 1.62,
  "die_width_um": 92.0,
  "overflow": 0,
  "clk_pin_slew_worst_paths_ps": 70,
  "h-tree-depth": 3,
  "ys_top_logic_family": "XOR/XNOR gates",
  "rsz0062_at_grt": "no",
  "common_cells": "edfxtp_1, xor2_1, nor4_1, nor2_1, and2_1",
  "worst_pin_slew_ps": 775,
  "r2r_cells": 5,
  "ios": 33,
  "p_leak_nw": 1.26,
  "postLayoutCellArea_um2": 3720,
  "critical_path.max_fanout": 7,
  "synthMostInstantiatedCell": "edfxtp_1",
  "power_density_nw_per_um2": 338,
  "grt-busiest-layer": "met1",
  "start_kind": "register",
  "top_cell_area_share_pct": 70.5,
  "flop_cell": "edfxtp_1",
  "area_leaders": "edfxtp_1, xor2_1, ha_1",
  "drt_iter0_markers": 105,
  "vias": 1530,
  "grt_pass1_vias": 1480,
  "edf_count": 76,
  "unclocked_regs": 2,
  "vias_per_cell": 4.59,
  "cp.arrival_ps": 1660,
  "hp-class": "register to register",
  "synth.distinct_cells": 25,
  "met3_usage_pct": 4.81,
  "peakVddDrop_v": 0.000177,
  "netlist_area_um2": 3240,
  "placementRows": 32,
  "drc": 0,
  "place.gp.congestion": 0.763,
  "ys_sh_adder_pct": 1.54,
  "hold_violations": 0,
  "timing.fmax_mhz": 391,
  "numCtsBuffers": 9,
  "layout-drive-gt1-share_pct": 8.66,
  "cts_root_buf": "clkbuf_8",
  "dr.pass1.iters": 4,
  "io_buffers": 18,
  "cts_tree": "yes",
  "drt_wl_total_mm": 4.83,
  "unconstrained_endpoints": 4,
  "timing.critical_path.to": "sram_ce",
  "final_max_slew_viol_count": 0,
  "synth.avg_cell_area_um2": 16.4,
  "yosysWarnings": 2,
  "tns_ps": 0,
  "fin_crit_ps": 2560,
  "mux_area_share_pct": 0.309,
  "synth_flops": 78,
  "tool_warnings": 38,
  "finalSetupViolCount": 0,
  "synth-simple-area-share_pct": 7.80,
  "wl_per_cell_um": 14.5,
  "die_h_um": 92.0,
  "skew_ps": 10.7,
  "async_flop_share_pct": 0,
  "grt_antenna_before_repair": 0,
  "ys_sh_xor_pct": 16.0,
  "cp-end-kind": "output port",
  "fin_crit_sh_pct": 56.8,
  "area_growth_pct": 14.9,
  "max-slew-margin-rel_pct": 48.3,
  "cts_buffer_depth": 2,
  "grt_use_total_pct": 13.3,
  "cp.required_ps": 3600,
  "cts_resized": 0,
  "holdBufCountCts": 0,
  "synth_cells": 198,
  "place_area_um2": 3540,
  "grt_max_degree": 15,
  "cap_violations": 0,
  "gr-usage-met2_pct": 17.8,
  "cp.depth": 3,
  "ant_nets": 0,
  "min_path_cells": 1,
  "r2r_slack_ps": 2150,
  "worst_path_largest_cell_delay_ps": 470,
  "crit_buf_inv": 1,
  "crit_chain": "nand2b_1 > nor2_1 > clkdlybuf4s50_1",
  "core_area_um2": 7770,
  "num_antenna_cells": 0,
  "hp-start": "oldestPage[0]$_DFFE_PP_",
  "rr_endpoint": "mmuState[2]$_DFFE_PP_",
  "critPathLaunch": "mmuState[1]$_DFFE_PP_",
  "clock_latency_ps": 340,
  "cp_top_family": "buffers and inverters",
  "nFillCells": 662,
  "ys_cells": 198,
  "postCtsSetupBuffers": 0,
  "fp_util_pct": 41.7,
  "die_area_um2": 8460,
  "slowest_stage": "clkdlybuf4s50_1",
  "grt_pass1_wl_mm": 7.80
}
-- layer usage --
| layer | vias to the layer above | share of wire [%] |
|---|---|---|
| met4 | 0 | 1.9 |
| li1 | 775 | - |
| met2 | 40 | 45 |
| met3 | 9 | 6.3 |
| met5 | - | 0 |
| met1 | 706 | 47 |
-- kinds of logic after synthesis --
kind of cell,after synthesis
flops,76
xor+xnor,59
fa+ha+maj,4
buf+inv,7
mux,1
latches,2
compound gates,8
simple gates,40
other cells,1
-- registers in the layout (all words and copies together), names as in the netlist --
name	flops
mmuState	4
Addr	14
oldestPage	2
cachePages	56
pageHit	2
-- how the worst min path moves through the flow --
stage / endpoint / slack (ps)
global route: oldestPage[0]$_DFFE_PP_ / 710
CTS: oldestPage[0]$_DFFE_PP_ / 670
finish: oldestPage[0]$_DFFE_PP_ / 660
-- worst reg2reg max path, delay by kind of cell (launching register included) --
kind	cells	cell delay, ps
xor gates and xnor gates	1	220
and+or+nand+nor	3	1160
DFF	1	540
AOI/OAI and AO/OA	1	190
-- through the flow --
| stage | setup WS, ps | util [%] | hold slack, ps | power [mW] | std cells |
|---|---|---|---|---|---|
| 6_report | 1940 | 47.9 | 660 | 1.26 | 333 |
| 5_1_grt | 1840 | 47.9 | 708 | 1.31 | 333 |
| 4_1_cts | 1920 | 47.9 | 666 | 1.28 | 333 |
| 3_5_place_dp | 2110 | 45.6 | 640 | 0.796 | 318 |
| 3_3_place_gp | 2140 | 45.6 | 622 | 0.795 | 318 |
| 2_1_floorplan | 2450 | - | 595 | 0.786 | 201 |
-- cell usage in the layout, fill, tap and decap left out, drive strengths merged, types with 5 or more instances in the layout --
cell,instances
edfxtp,76
xor2,56
clkdlybuf4s50,18
nor4,12
clkbuf,9
nor2,7
and2,7
nand4,5
clkinv,5
-- cell type report --
class	instances	area, µm²	area share (%)
Tap cell	102	128	3.43
Multi-Input combinational cell	116	902	24.2
Clock buffer	9	124	3.33
Clock inverter	6	56.3	1.51
Sequential cell	78	2310	62.1
Inverter	3	11.3	0.303
Timing Repair Buffer	19	188	5.04
-- power breakdown --
group          switching, mW  leakage (nW)  internal (mW)
clock                  0.230        0.0939          0.248
sequential                 0         0.698          0.768
combinational        0.00128         0.473         0.0104
No activity file was given, so power comes from the tool's default toggle rates.
